<file path="run.sh">
#!/bin/bash
# OpenROAD 26Q1-2900-gdf79404cd8, Yosys 0.63+post, stock flow scripts
make -C /OpenROAD-flow-scripts/flow DESIGN_CONFIG=/design/flow/config.mk WORK_HOME=/design/flow/orfs finish
</file>
<file path="config.mk">
export PLATFORM = sky130hd
export DESIGN_NAME = UART_Loopback_Top
export DESIGN_NICKNAME = UART_Loopback_Top
export VERILOG_FILES = /design/flow/design.v
export SDC_FILE = /design/flow/constraint.sdc
export NUM_CORES = 4
export LEC_CHECK = 1
export CORE_AREA = 10 10 76 76
export DIE_AREA = 0 0 86 86
</file>
<file path="constraint.sdc">
current_design UART_Loopback_Top

set clk_period 1.8
set clk_io_pct 0.2

create_clock -name clk0 -period $clk_period [get_ports {i_Clk}]

set non_clock_inputs [all_inputs -no_clocks]
set_input_delay [expr $clk_period * $clk_io_pct] -clock clk0 $non_clock_inputs
set_output_delay [expr $clk_period * $clk_io_pct] -clock clk0 [all_outputs]
</file>
<file path="design.v">
module Binary_To_7Segment (
    input               i_Clk,
    input      [3:0]    i_Binary_Num,
    output              o_Segment_A,
    output              o_Segment_B,
    output              o_Segment_C,
    output              o_Segment_D,
    output              o_Segment_E,
    output              o_Segment_F,
    output              o_Segment_G
);
    reg     [6:0]       r_Hex_Encoding = 7'h00;
    always @ (posedge i_Clk) begin
        case (i_Binary_Num)
             4'b0000 : r_Hex_Encoding <= 7'h7E;           
             4'b0001 : r_Hex_Encoding <= 7'h30;
             4'b0010 : r_Hex_Encoding <= 7'h6D; 
             4'b0011 : r_Hex_Encoding <= 7'h79;
             4'b0100 : r_Hex_Encoding <= 7'h33;
             4'b0101 : r_Hex_Encoding <= 7'h5B;
             4'b0110 : r_Hex_Encoding <= 7'h5F;
             4'b0111 : r_Hex_Encoding <= 7'h70;
             4'b1000 : r_Hex_Encoding <= 7'h7F;
             4'b1001 : r_Hex_Encoding <= 7'h7B;
             4'b1010 : r_Hex_Encoding <= 7'h77;
             4'b1011 : r_Hex_Encoding <= 7'h1F;
             4'b1100 : r_Hex_Encoding <= 7'h4E;
             4'b1101 : r_Hex_Encoding <= 7'h3D;
             4'b1110 : r_Hex_Encoding <= 7'h4F;
             4'b1111 : r_Hex_Encoding <= 7'h47;
        endcase
    end
    assign o_Segment_A = r_Hex_Encoding[6];
    assign o_Segment_B = r_Hex_Encoding[5];
    assign o_Segment_C = r_Hex_Encoding[4];
    assign o_Segment_D = r_Hex_Encoding[3];
    assign o_Segment_E = r_Hex_Encoding[2];
    assign o_Segment_F = r_Hex_Encoding[1];
    assign o_Segment_G = r_Hex_Encoding[0];
endmodule
module UART_Loopback_Top (
    input           i_Clk,           
    input           i_UART_RX,       
    output          o_UART_TX,       
    output          o_Segment1_A,
    output          o_Segment1_B,
    output          o_Segment1_C,
    output          o_Segment1_D,
    output          o_Segment1_E,
    output          o_Segment1_F,
    output          o_Segment1_G,
    output          o_Segment2_A,
    output          o_Segment2_B,
    output          o_Segment2_C,
    output          o_Segment2_D,
    output          o_Segment2_E,
    output          o_Segment2_F,
    output          o_Segment2_G
);
    wire            w_RX_DV;
    wire [7:0]      w_RX_Byte;
    wire            w_TX_Active, w_TX_Serial;
    wire w_Segment1_A, w_Segment2_A;
    wire w_Segment1_B, w_Segment2_B;
    wire w_Segment1_C, w_Segment2_C;
    wire w_Segment1_D, w_Segment2_D;
    wire w_Segment1_E, w_Segment2_E;
    wire w_Segment1_F, w_Segment2_F;
    wire w_Segment1_G, w_Segment2_G;
    UART_RX # (
        .CLKS_PER_BIT(217)
    )
    UART_RX_Inst (
        .i_Rst_L(),
        .i_Clk(i_Clk),
        .i_RX_Serial(i_UART_RX),
        .o_RX_DV(w_RX_DV),
        .o_RX_Byte(w_RX_Byte)
    );
    UART_TX #(
        .CLKS_PER_BIT(217)
    )
    UART_TX_Inst (
        .i_Clock(i_Clk),
        .i_TX_DV(w_RX_DV),               
        .i_TX_Byte(w_RX_Byte),           
        .o_TX_Active(w_TX_Active),
        .o_TX_Serial(w_TX_Serial),
        .o_TX_Done()
    );
    assign o_UART_TX = w_TX_Active ? w_TX_Serial : 1'b1;
    Binary_To_7Segment SevenSeg1_Inst (
        .i_Clk(i_Clk),
        .i_Binary_Num(w_RX_Byte[7:4]),
        .o_Segment_A(w_Segment1_A),
        .o_Segment_B(w_Segment1_B),
        .o_Segment_C(w_Segment1_C),
        .o_Segment_D(w_Segment1_D),
        .o_Segment_E(w_Segment1_E),
        .o_Segment_F(w_Segment1_F),
        .o_Segment_G(w_Segment1_G)
    );
    assign o_Segment1_A = ~w_Segment1_A;
    assign o_Segment1_B = ~w_Segment1_B;
    assign o_Segment1_C = ~w_Segment1_C;
    assign o_Segment1_D = ~w_Segment1_D;
    assign o_Segment1_E = ~w_Segment1_E;
    assign o_Segment1_F = ~w_Segment1_F;
    assign o_Segment1_G = ~w_Segment1_G;
    Binary_To_7Segment SevenSeg2_Inst (
        .i_Clk(i_Clk),
        .i_Binary_Num(w_RX_Byte[3:0]),
        .o_Segment_A(w_Segment2_A),
        .o_Segment_B(w_Segment2_B),
        .o_Segment_C(w_Segment2_C),
        .o_Segment_D(w_Segment2_D),
        .o_Segment_E(w_Segment2_E),
        .o_Segment_F(w_Segment2_F),
        .o_Segment_G(w_Segment2_G)
    );
    assign o_Segment2_A = ~w_Segment2_A;
    assign o_Segment2_B = ~w_Segment2_B;
    assign o_Segment2_C = ~w_Segment2_C;
    assign o_Segment2_D = ~w_Segment2_D;
    assign o_Segment2_E = ~w_Segment2_E;
    assign o_Segment2_F = ~w_Segment2_F;
    assign o_Segment2_G = ~w_Segment2_G;
endmodule
module UART_RX #(
    parameter         CLKS_PER_BIT      = 217
)
(
    input             i_Rst_L,
    input             i_Clk,
    input             i_RX_Serial,           
    output reg        o_RX_DV,               
    output reg [7:0]  o_RX_Byte              
);
    localparam   IDLE                    = 3'b000;                
    localparam   RX_START_BIT            = 3'b001;
    localparam   RX_DATA_BITS            = 3'b010;
    localparam   RX_STOP_BIT             = 3'b011;
    localparam   CLEANUP                 = 3'b100;
    reg [$clog2(CLKS_PER_BIT) - 1: 0] r_Clock_Count;
    reg [2:0] r_BIT_INDEX;
    reg [2:0] r_SM_Main;
    always @ (posedge i_Clk) begin
        if (i_Rst_L) begin
            r_SM_Main <= 3'b000;
            o_RX_DV <= 1'b0;
        end
        else begin
            case (r_SM_Main)
                IDLE : begin
                    o_RX_DV         <= 1'b0;
                    r_Clock_Count   <= 0;
                    r_BIT_INDEX     <= 0;
                    if (i_RX_Serial == 1'b0)                     
                        r_SM_Main <= RX_START_BIT;
                    else
                        r_SM_Main <= IDLE;
                end
                RX_START_BIT : begin
                    if (r_Clock_Count == (CLKS_PER_BIT - 1) / 2) begin                       
                        if (i_RX_Serial == 1'b0) begin
                            r_Clock_Count <= 0;                                              
                            r_SM_Main       <= RX_DATA_BITS;
                        end                     
                        else
                            r_SM_Main <= IDLE;
                    end
                    else begin
                        r_Clock_Count <= r_Clock_Count + 1;
                        r_SM_Main <= RX_START_BIT;
                    end
                end  
                RX_DATA_BITS : begin
                    if (r_Clock_Count < CLKS_PER_BIT - 1) begin                             
                        r_Clock_Count <= r_Clock_Count + 1;
                        r_SM_Main <= RX_DATA_BITS;
                    end
                    else begin
                        r_Clock_Count <= 0;                                      
                        o_RX_Byte[r_BIT_INDEX] <= i_RX_Serial;                   
                        if (r_BIT_INDEX < 7) begin
                            r_BIT_INDEX <= r_BIT_INDEX + 1;
                            r_SM_Main <= RX_DATA_BITS;
                        end
                        else begin
                            r_BIT_INDEX <= 0;
                            r_SM_Main <= RX_STOP_BIT;                            
                        end
                    end
                end  
                RX_STOP_BIT : begin
                    if (r_Clock_Count < CLKS_PER_BIT - 1) begin
                        r_Clock_Count <= r_Clock_Count + 1;
                        r_SM_Main <= RX_STOP_BIT;
                    end
                    else begin
                        o_RX_DV <= 1'b1;                                         
                        r_Clock_Count <= 0;
                        r_SM_Main <= CLEANUP;
                    end
                end  
                CLEANUP : begin
                    r_SM_Main <= IDLE;
                    o_RX_DV <= 1'b0;
                end
                default : 
                    r_SM_Main <= IDLE;
            endcase
        end
    end
endmodule  
module UART_TX #(
    parameter       CLKS_PER_BIT = 217
)   (
    input               i_Clock,
    input               i_TX_DV,
    input   [7:0]       i_TX_Byte,
    output              o_TX_Active,
    output reg          o_TX_Serial,
    output              o_TX_Done
);
    parameter IDLE              = 3'b000;
    parameter TX_START_BIT      = 3'b001;
    parameter TX_DATA_BITS      = 3'b010;
    parameter TX_STOP_BIT       = 3'b011;
    parameter CLEANUP           = 3'b100;
    reg [2:0] r_SM_Main         = 0;
    reg [7:0] r_Clock_Count     = 0;
    reg [2:0] r_Bit_Index       = 0;
    reg [7:0] r_TX_Data         = 0;
    reg       r_TX_Done         = 0;
    reg       r_TX_Active       = 0;
    always @ (posedge i_Clock) begin
        case (r_SM_Main)
            IDLE : begin
                o_TX_Serial         <= 1'b1;             
                r_TX_Done           <= 1'b0;
                r_Clock_Count       <= 0;
                r_Bit_Index         <= 0;
                if (i_TX_DV == 1'b1) begin               
                    r_TX_Active     <= 1'b1;
                    r_TX_Data       <= i_TX_Byte;
                    r_SM_Main       <= TX_START_BIT;
                end
                else
                    r_SM_Main       <= IDLE;
            end  
            TX_START_BIT : begin
                o_TX_Serial         <= 1'b0;
                if (r_Clock_Count < CLKS_PER_BIT - 1) begin
                    r_Clock_Count   <= r_Clock_Count + 1;
                    r_SM_Main       <= TX_START_BIT;
                end
                else begin
                    r_Clock_Count   <= 0;
                    r_SM_Main       <= TX_DATA_BITS;
                end
            end  
            TX_DATA_BITS : begin
                o_TX_Serial         <= r_TX_Data[r_Bit_Index];
                if (r_Clock_Count < CLKS_PER_BIT - 1) begin
                    r_Clock_Count   <= r_Clock_Count + 1;
                    r_SM_Main       <= TX_DATA_BITS;
                end 
                else begin
                    r_Clock_Count   <= 0;
                    if (r_Bit_Index < 7) begin
                        r_Bit_Index <= r_Bit_Index + 1;
                        r_SM_Main   <= TX_DATA_BITS;
                    end
                    else begin
                        r_Bit_Index <= 0;
                        r_SM_Main   <= TX_STOP_BIT;
                    end
                end
            end  
            TX_STOP_BIT : begin
                o_TX_Serial         <= 1'b1;
                if (r_Clock_Count < CLKS_PER_BIT - 1) begin
                    r_Clock_Count   <= r_Clock_Count + 1;
                    r_SM_Main       <= TX_STOP_BIT;
                end                 
                else begin
                    r_TX_Done       <= 1'b1;
                    r_Clock_Count   <= 0;
                    r_SM_Main       <= CLEANUP;
                    r_TX_Active     <= 1'b0;
                end                 
            end  
            CLEANUP : begin
                r_TX_Done           <= 1'b1;
                r_SM_Main           <= IDLE;
            end             
            default :
                r_SM_Main           <= IDLE; 
        endcase
    end
    assign o_TX_Active  = r_TX_Active;
    assign o_TX_Done    = r_TX_Done;
endmodule
</file>
==> metrics.yaml <==
run_status:
  run_status: "finished, final reports clean"
clocking:
  htreeDepth: 1
  clk_latency_ps: 250
  clkSlewWorstSetupHoldPaths_ps: 60
  cts_buffers: 3
  cts.sinks: 17
  cts_root_buf: "clkbuf_8"
  postCtsResizedCells: 0
  cts_buffer_depth: 2
  post-cts-setup-buffer-count: 0
  postCtsHoldBufs: 0
  cts_tree: "done"
timing:
  fin_crit_ps: 1630
  worst_pin_slew_ps: 597
  finalSetupViolations: 0
  skew_ps: 1.98
  hold_violations: 0
  maxSlewHeadroom_pct: 60.1
  rsz0062_at_grt: "false"
  drv_slew: 0
  post-route-period-util_pct: 90.5
  tns_ps: 0
  clock.fmax_mhz: 614
yosys:
  synthCells: 91
  netlist_area_um2: 906
  yosys_area_um2: 906
  ys_seq_share_pct: 51.9
  yosys_warnings: 4
  ys.flops: 17
  ys_types: 25
  syn_area_per_cell_um2: 9.95
  yosys_cells: 91
grt:
  grt_max_degree: 13
  grt_util_met3_pct: 2.67
  track_usage_pct: 3.99
  grt_pass1_wl_mm: 2.57
  grt_overflow_total: 0
  busiest_layer: "met1"
  met1_usage_pct: 5.43
  grt_pass1_vias: 557
  antenna_found_initial: 0
  use_met2_pct: 5.34
critical_path:
  crit_required_ps: 1440
  reg2reg_setup_slack_ps: 310
  worstPathArrival_ps: 1270
  ff2ff_path_depth: 3
  start_kind: "register"
  crit_type: "reg -> out"
  end_kind: "output pin"
  r2r-start: "UART_TX_Inst.r_Clock_Count[4]$_SDFFCE_PP0P_"
  crit_path_max_fanout: 12
  r2r-end: "UART_TX_Inst.r_Clock_Count[4]$_SDFFCE_PP0P_"
finish:
  register_area_um2: 470
  syn_to_final_growth_pct: 16.6
  mostFrequentLayoutCells: "edfxtp_1 (13), clkdlybuf4s50_1 (13), nor2_1 (8)"
  final_util_pct: 25.7
  drive_gt1_share_pct: 6.19
  fillers: 426
  comb_area_um2: 322
power:
  leakage_nw: 0.381
  peakVddDrop_mv: 0.538
  power_density_nw_per_um2: 681
  finalPower_mw: 0.719
run:
  max_cap_violations: 0
  tool_warnings: 26
min_path:
  hp-class: "reg -> reg"
  hold_path_depth: 1
  min_from: "UART_TX_Inst.r_SM_Main[2]$_DFF_P_"
  whs_endpoint: "UART_TX_Inst.r_SM_Main[1]$_DFF_P_"
die:
  die-width_um: 86
  dieHeight_um: 86
  io_pins: 17
  fp.coreArea_um2: 4120
  die_area_um2: 7400
  fp_util_pct: 22.0
  core.rowCount: 23
route:
  vias: 610
  wl_per_cell_um: 10.2
  vias_per_cell: 4.15
  drt_pass1_iterations: 4
  route.antenna.diode_count: 0
  drt_wl_total_mm: 1.50
  ant_nets: 0
  drc_errors: 0
  drt_iter0_drc: 54
placement:
  place_hpwl_mm: 1.06
  place_congestion: 0.769
  port_buffers: 13
==> worst max-delay path by stage <==
stage	from	end	slack [ps]	cells after the start
CTS	SevenSeg1_Inst.r_Hex_Encoding[5]$_DFF_P_	o_Segment1_C	150	2
global route	SevenSeg1_Inst.r_Hex_Encoding[5]$_DFF_P_	o_Segment2_E	60	2
finish	SevenSeg1_Inst.r_Hex_Encoding[5]$_DFF_P_	o_Segment1_D	170	2
==> synth_stat cells (all sizes together) <==
cell    number  area (um2)
nand3b       1        7.51
dfxtp        4        80.1
or3          3        20.0
buf         14         103
inv          5        18.8
or4          2        15.0
nand2b       2        12.5
nand4        1        6.26
nand3        6        30.0
nor2         8        30.0
o21bai       2        15.0
edfxtp      13         390
xnor2        1        8.76
o21ai        6        30.0
xor2         3        26.3
a21oi        7        38.8
nand2        6        22.5
ha           2        25.0
and2         1        6.26
conb         1        3.75
a31oi        1        6.26
nor3         2        10.0
==> flip-flops by register name, indices dropped and copies added, names as in the netlist <==
register                       cells
UART_TX_Inst.r_SM_Main             3
UART_TX_Inst.o_TX_Serial           1
UART_TX_Inst.r_TX_Active           1
SevenSeg1_Inst.r_Hex_Encoding      1
UART_TX_Inst.r_Clock_Count         8
UART_TX_Inst.r_Bit_Index           3
==> report_power, final <==
part           switching [mW]  internal, mW
registers            0.000241         0.418
clock network           0.118         0.157
logic                 0.00495        0.0215
==> per-stage QoR <==
step                hold slack [ps]  instances  setup slack [ps]  instance area, um2
global route                    561        147              61.3                1060
floorplan                       468         93               522                 913
global placement                497        143               405                1010
detailed placement              510        143               369                1010
CTS                             522        147               146                1060
finish                          527        147               171                1060
==> critical path, cell delays in order (launching register included) <==
cell	delay, ps
dfxtp_1	290
inv_1	200
clkdlybuf4s50_1	530
==> final cells by class <==
type	count	share of cell area, %
Clock buffer	4	4.27
Multi-Input combinational cell	57	30.5
Inverter	5	1.78
Timing Repair Buffer	14	13.0
Tap cell	50	5.92
Sequential cell	17	44.5
==> metal layers <==
layer  wire length [um]  vias up
met5                  0        -
met4                  0        0
met3                209        0
met2                599       21
met1                686      276
li1                   -      313
==> cell families (layout without fill, tap and decap cells) <==
group	count (synthesis)	count (layout)	share of synthesized area [%]
AND/OR/NAND/NOR	32	32	17.7
buffers and inverters	19	23	13.4
flip-flops	17	17	51.9
AND-OR/OR-AND	16	16	9.95
XOR/XNOR	4	4	3.87
adder cells (fa/ha/maj)	2	2	2.76
other	1	3	0.414
Power is estimated from default activity; no workload was simulated.
